$ cat ./config.mk
export PLATFORM = sky130hd
export DESIGN_NAME = fifo
export DESIGN_NICKNAME = fifo
export VERILOG_FILES = /design/flow/design.v
export SDC_FILE = /design/flow/constraint.sdc
export NUM_CORES = 4
export LEC_CHECK = 1
export CORE_AREA = 10 10 70 70
export DIE_AREA = 0 0 80 80
$ cat ./constraint.sdc
current_design fifo

set clk_period 1.9
set clk_io_pct 0.2

create_clock -name clk0 -period $clk_period [get_ports {clk}]

set non_clock_inputs [all_inputs -no_clocks]
set_input_delay [expr $clk_period * $clk_io_pct] -clock clk0 $non_clock_inputs
set_output_delay [expr $clk_period * $clk_io_pct] -clock clk0 [all_outputs]
$ cat ./design.v
module fifo(
	clk, rst,
	in_read_ctrl,		 
	in_write_ctrl,	 
	in_write_data,	 
	out_read_data,	 
	out_is_full,		 
	out_is_empty		 
);
parameter ENTRIES = 4;
localparam [31:0] ENTRIES_LOG2 = $clog2(ENTRIES);
input clk;
input rst;
input in_read_ctrl;
input in_write_ctrl;
input [7:0] in_write_data;
output [7:0] out_read_data;
output out_is_full;
output out_is_empty;
reg [ENTRIES_LOG2-1:0] write_ptr;
reg [ENTRIES_LOG2-1:0] read_ptr;
reg [ENTRIES-1:0] [7:0] fifo_data;
wire [7:0] head;
reg [ENTRIES_LOG2:0] number_of_current_entries;
always @(posedge clk) begin
	if (rst) begin
		write_ptr <= 0;
	end else if (in_write_ctrl) begin
		write_ptr <= write_ptr + 1;
		fifo_data[write_ptr] <= in_write_data;
	end
end
always @(*) begin
	head = fifo_data[read_ptr];
end
always @(posedge clk) begin
	if (rst) begin
		read_ptr <= 0;
	end else if (in_read_ctrl) begin
		read_ptr <= read_ptr + 1;
		fifo_data[read_ptr] <= head;
	end
end
always @(posedge clk) begin
	if (rst) begin
		number_of_current_entries <= 0;
		out_is_empty <= 1;
		out_is_full <= 0;
	end else if (in_read_ctrl & ~in_write_ctrl) begin
		number_of_current_entries <= number_of_current_entries - 1;
		out_is_full <= 0;
		out_is_empty <= (number_of_current_entries == 1'b1);
	end else if (~in_read_ctrl & in_write_ctrl) begin
		number_of_current_entries <= number_of_current_entries + 1;
		out_is_empty <= 0;
		out_is_full <= (number_of_current_entries == (ENTRIES-1'b1));
	end
end
endmodule
$ cat ./run.sh
#!/bin/bash
# OpenROAD 26Q1-2900-gdf79404cd8, Yosys 0.63+post, stock flow scripts
make -C /OpenROAD-flow-scripts/flow DESIGN_CONFIG=/design/flow/config.mk WORK_HOME=/design/flow/orfs finish
==> flow_summary.ini <==
; flow metrics
[status]
status = completed

[finish]
seq_area_sq_um = 100
comb_area_sq_um = 228
fillCellCount = 398
utilization = 0.142
final_layout_size_suffix_gt1_frac = 0.113
fin_cells = 99
syn_to_final_growth_pct = 22.5

[power]
ir_drop_mv = 0.126
p_leak_nw = 0.206
powerDensity_mw_per_mm2 = 641

[logic_synthesis]
ys_seq_share = 0.253
ff_type = dfxtp_1
synth_flops = 5
ys.warnings.count = 16
avgSynthCellArea_sq_um = 8.60
synthArstFlopShare = 0
synth.top_cells.by_count = 8 x buf_4, 7 x ha_1, 6 x inv_1, 5 x dfxtp_1, 3 x a21oi_1
most_common_cell = buf_4
top_cells_by_area = dfxtp_1 25%, ha_1 22%, buf_4 15%
edf_count = 0
top_area_frac = 0.253
netlist_area_sq_um = 395
yosys.cell_types.count = 19
top_area_cell = dfxtp_1
ys_cells = 46
ys_chip_area_sq_um = 395
netlist_instances = 46

[clock_network]
clk_pin_slew_ns = 0.04
cts.sinks = 5
cts_hold_buf = 0
cts_buffers = 3
cts_setup_buffers = 0
cts_buffer_depth = 2
cts_tree = yes
clk_latency_ns = 0.24
h-tree-depth = 1
cts_resized = 0
root_buffer = clkbuf_4

[run]
warning_count = 37
maxCapViolations = 0

[min_path]
min_to = out_is_empty
hold_path.class = flip-flop to flip-flop
worstHoldStart = out_is_empty
hold_path_depth = 2

[detailed_routing]
wl_per_cell_microns = 7.10
drt_iter0_drc = 8
drt_wl_total_microns = 703
via_per_inst = 2.81
num_antenna_cells = 0
postRouteAntennaNets = 0
route.detailed.drc = 0
via_count = 278
first_pass_iters = 4

[floorplanning]
ioPinCount = 22
chipArea_sq_mm = 0.00640
fp_util = 0.116
rows = 21
die_w_microns = 80
die_h_microns = 80
core_area_sq_mm = 0.00342

[place]
port_buffers = 5
place_inst = 95
gp_congestion = 0.661
dp_hpwl_microns = 585

[global_route]
track_usage = 0.0218
first_global_vias = 280
grt_pass1_wl_microns = 1120
antenna_found_initial = 0
grt_max_degree = 9
grt-ovfl-total = 0

[critical_path]
worst_setup_path_start_kind = primary input
critPathArrivalTime_ns = 1.74
timing.rr.start = number_of_current_entries[0]
crit_path_end_kind = flip-flop
required_ns = 2.02
worstRegToRegCells = 5
cp_max_fo = 8
r2r-end = number_of_current_entries[2]
r2r_slack_ns = 0.66
worstSetupPathType = primary input to flip-flop

[timing]
finalCriticalPeriod_ns = 1.62
grt_setup_unrepaired = no
tns_ns = 0
fmax_mhz = 617
slew_viol_final = 0
finalSetupViolations = 0
hold_violations = 0
min_period_over_period = 0.853
fin_skew_ns = 0.000413
## cell usage in the layout (no fill, tap or decap), drive strengths merged, types with 2 or more instances in the layout
cell type,count
conb,8
ha,7
inv,6
clkdlybuf4s50,5
dfxtp,5
clkbuf,4
a21oi,3
nor2,3
o21ai,2
nand2,2
nor3,2
## stage by stage
| stage | worst slack, ns | cell area, sq um | hold WS [ns] | power (mW) |
|---|---|---|---|---|
| after detailed placement | 0.0437 | 458 | 0.480 | 0.193 |
| final | 0.280 | 484 | 0.487 | 0.311 |
| after global placement | 0.0902 | 458 | 0.466 | 0.191 |
| after floorplan | 0.701 | 422 | 0.406 | 0.185 |
| after CTS | 0.292 | 484 | 0.491 | 0.319 |
| after global routing | 0.231 | 484 | 0.497 | 0.339 |
## where the power goes
group,total (mW),internal [mW],switching (mW)
sequential,0.122,0.115,0.00709
combinational,0.0685,0.0334,0.0351
clock,0.120,0.0792,0.0407
## per-layer routing
layer / share of wire / vias up / GRT usage
met1: 0.46 / 122 / 0.0234
met4: 0.013 / 0 / 0.00528
li1: - / 145 / -
met3: 0.12 / 2 / 0.0205
met2: 0.41 / 9 / 0.0305
met5: 0 / - / 0
## layout make-up
cell class / instances / area share
clock buffer: 4 / 0.0543
inverter: 6 / 0.0465
multi-input combinational: 33 / 0.470
sequential: 5 / 0.207
tap: 46 / 0.119
timing repair buffer: 5 / 0.103
## flip-flops by register name (all words and copies together) (netlist names)
signal	cells
out_is_full	1
number_of_current_entries	3
out_is_empty	1
## kinds of logic after synthesis
| logic type | after synthesis | share of synthesized area |
|---|---|---|
| and+or+nand+nor | 9 | 0.120 |
| other | 1 | 0.00948 |
| AOI/OAI and AO/OA | 7 | 0.111 |
| xor gates and xnor gates | 1 | 0.0222 |
| buffers and inverters | 15 | 0.237 |
| adders and majority gates | 7 | 0.222 |
| DFF | 5 | 0.253 |
| muxes | 1 | 0.0253 |
## worst max-delay path: stages
cell and delay [ns]:
clkdlybuf4s50_1 0.50, inv_1 0.05, ha_1 0.44, nor2_2 0.09, a31oi_1 0.19, a21oi_1 0.08
## worst max path at each step
stage | startpoint | endpoint | slack [ns] | cells past startpoint
after global routing | in_read_ctrl | number_of_current_entries[2] | 0.23 | 6
final | in_read_ctrl | number_of_current_entries[2] | 0.28 | 6
after CTS | in_read_ctrl | number_of_current_entries[2] | 0.29 | 6
Power figures rest on the tool's default switching activity, not on a simulated workload.
