===== ./config.mk =====
export PLATFORM = sky130hd
export DESIGN_NAME = arbiter
export DESIGN_NICKNAME = arbiter
export VERILOG_FILES = /design/flow/design.v
export SDC_FILE = /design/flow/constraint.sdc
export NUM_CORES = 4
export LEC_CHECK = 1
export CORE_AREA = 10 10 70 70
export DIE_AREA = 0 0 80 80

===== ./constraint.sdc =====
current_design arbiter

set clk_period 1.0
set clk_io_pct 0.2

create_clock -name clk0 -period $clk_period [get_ports {clk}]

set non_clock_inputs [all_inputs -no_clocks]
set_input_delay [expr $clk_period * $clk_io_pct] -clock clk0 $non_clock_inputs
set_output_delay [expr $clk_period * $clk_io_pct] -clock clk0 [all_outputs]

===== ./design.v =====
typedef enum logic[2:0] {
	NORMAL_ARB,  
	FORCE0,			 
	FORCE1,			 
	FORCE2,			 
	FORCE3,			 
	ACCESS_OFF,  
	ACCESS_ON,	 
	RESERVED		 
} t_opcode;
module arbiter(
	input logic [3:0] req,
	input t_opcode opcode,
	input logic clk, rst,
	output logic [3:0] gnt,
	output logic op_error
);
	logic [3:0] next_gnt;
	logic next_op_error;
	always_ff @(posedge clk or posedge rst) begin
		if (rst) begin
			gnt <= 4'b0000;
			op_error <= 1'b0;
		end else begin
			gnt <= next_gnt;
			op_error <= next_op_error;
		end
	end
	always_comb begin
		next_gnt = 4'b0000;
		next_op_error = 1'b0;
		case (opcode)
			NORMAL_ARB: begin
				if (req[0]) next_gnt = 4'b0001;
				else if (req[1]) next_gnt = 4'b0010;
				else if (req[2]) next_gnt = 4'b0100;
				else if (req[3]) next_gnt = 4'b1000;
			end
			FORCE0: next_gnt = 4'b0001;
			FORCE1: next_gnt = 4'b0010;
			FORCE2: next_gnt = 4'b0100;
			FORCE3: next_gnt = 4'b1000;
			ACCESS_OFF: next_gnt = 4'b0000;
			ACCESS_ON: next_gnt = 4'b1111;
			RESERVED: next_op_error = 1'b1;  
			default: next_op_error = 1'b1;  
		endcase
	end
endmodule

===== ./run.sh =====
#!/bin/bash
# OpenROAD 26Q1-2900-gdf79404cd8, Yosys 0.63+post, stock flow scripts
make -C /OpenROAD-flow-scripts/flow DESIGN_CONFIG=/design/flow/config.mk WORK_HOME=/design/flow/orfs finish

==> notes.md <==
flow finished, numbers: largest net degree at the start of global routing 8, Sum Neg Setup Slack 0 ns, yosys stat chip area 210 sq um, CTS tree yes, logic area 86.3 sq um, CP max stage delay 0.36 ns, CTS Hold Buffers Added 0, Num CTS Buffers 3, vias per std cell 2.57, leakage 0.190 nW, DRC viols 0, Syn Inst Count 21, row cnt 21, Final Hold Vio Count 0, Pre-Repair DR Iteration Count 2, layout cells sized above 1 0.200, Worst setup EP type primary output, Critical Path RT 0.80 ns, detailed-route via count between 200 and 250, Total GRT Usage 0.0202, worst slew pin tran roughly 0.22 ns, Crit Path Category flip-flop to primary output, family with the most delay on the worst path flip-flops, RSZ-0062 raised after global routing no, first-pass GRT wire length 1.05 mm, H-tree depth 1, Overflow after GRT 0, WL per Instance 7.91 um, Top Layout Cells dfrtp_1, clkdlybuf4s50_1, clkdlybuf4s15_1, vias in the first global route 232, cell area after synthesis 210 sq um, Worst VDD drop 0.000233 V, area grow syn2layout 111%, Reg clk slew, reported paths 0.04 ns, fp_density 0.0615, post-synthesis cell type count 12, root buf cell clkbuf_4, die extent in x approximately 80 um, fin. max-slew vios 0, fmax around 1.0 GHz, Sink Count 5, diode count 0, Synth Register Bits 5, crit-path max FO 1, Hold Crit Class input pin to async pin, average size of a mapped cell 10.0 sq um, IO Pins 14, initial antenna violation count 0, tool warnings 25, CP max-delay cell dfrtp_1, Max Cap Viol 0, clock buffer depth 2, FF+latch area about 130 sq um, min Tclk post-route 0.965 ns, I/O Buffers 13, Chip Area 6400 sq um, synthesis warning total 1, Fillers between 400 and 500, ys cells 21, 1st-iter DRT viols 5, antenna-violating nets left 0, Die Y 80 um, core area 3420 sq um, worst rel slew slack 0.851, Post-synth seq share 0.595, final hold slack 0.157 ns, postcts setup bufs 0, final period utilization 0.965, CP cell instances clkdlybuf4s15_1, kind of start point of the critical path flip-flop, final setup fails 0, Critical path buffers and inverters 1, critical path data arrival time 0.77 ns, power per cell area ~1200 nW/um^2, Routability Congestion 0.694, run status complete, no violations, final WL roughly 680 um
-- cells by family (layout without fill, tap and decap cells) --
kind of cell / Yosys count / count (layout) / share of synthesized area
buf+inv: 1 / 20 / 0.0178
simple gates: 9 / 9 / 0.226
compound gates: 6 / 6 / 0.161
flops: 5 / 5 / 0.595
-- report_power, final --
group | internal (W) | leakage [nW] | switching [W]
clock | 0.000150 | 0.0150 | 0.0000737
combinational | 0.0000541 | 0.111 | 0.0000345
sequential | 0.000215 | 0.0647 | 0.00000305
-- worst max path at each step --
stage,from,endpoint,cells after the start
final,gnt[2],gnt[2],1
after CTS,gnt[2],gnt[2],1
after global routing,op_error,op_error,1
-- through the flow --
step           utilization  area, sq um  power (W)  std cells  setup WS (ns)
2_1_floorplan            -          210   0.000238         21          0.401
3_3_place_gp         0.121          413   0.000315         82         -0.260
3_5_place_dp         0.121          413   0.000318         82         -0.287
4_1_cts              0.128          437   0.000546         86         0.0154
5_1_grt              0.130          444   0.000560         86        0.00443
6_report             0.130          444   0.000531         86         0.0347
-- flip-flops by register name, summed over array words and instances, names as in the netlist --
register  count
gnt           4
op_error      1
-- cell type report --
cell class,instances,share of cell area
inverters,1,0.00845
repair buffers,15,0.327
well taps,46,0.130
clock buffers,4,0.0592
multi-input cells,15,0.194
flip-flops and latches,5,0.282
-- layer usage --
layer,up-vias,share of wire,wire (um),global-route usage
met5,-,0,0,0
met4,0,0,0,0.00704
met3,0,0.18,122,0.0148
met2,14,0.26,179,0.0177
met1,96,0.56,378,0.0322
li1,111,-,-,-
-- synthesized netlist by cell type (all sizes together) --
library cell / number / area [sq um]
a21oi: 2 / 10.0
dfrtp: 5 / 125
a32oi: 1 / 8.76
and3: 1 / 7.51
nand3b: 1 / 7.51
nand2: 1 / 3.75
inv: 1 / 3.75
nor3b: 1 / 7.51
o21ai: 3 / 15.0
nor2: 5 / 21.3
-- what timing repair did --
action                     4_1_cts  5_1_grt
cloned                           0        0
setup endpoints to repair        7        2
resized                         12        2
No activity file was given, so power comes from the tool's default toggle rates.
